==> ./run.sh <==
#!/bin/bash
# OpenROAD 26Q1-2900-gdf79404cd8, Yosys 0.63+post, stock flow scripts
make -C /OpenROAD-flow-scripts/flow DESIGN_CONFIG=/design/flow/config.mk WORK_HOME=/design/flow/orfs finish
==> ./config.mk <==
export PLATFORM = sky130hd
export DESIGN_NAME = normalize_mult
export DESIGN_NICKNAME = normalize_mult
export VERILOG_FILES = /design/flow/design.v
export SDC_FILE = /design/flow/constraint.sdc
export NUM_CORES = 4
export LEC_CHECK = 1
export CORE_AREA = 10 10 70 70
export DIE_AREA = 0 0 80 80
==> ./constraint.sdc <==
current_design normalize_mult

set clk_period 2.0
set clk_io_pct 0.2

create_clock -name clk0 -period $clk_period

set non_clock_inputs [all_inputs -no_clocks]
set_input_delay [expr $clk_period * $clk_io_pct] -clock clk0 $non_clock_inputs
set_output_delay [expr $clk_period * $clk_io_pct] -clock clk0 [all_outputs]
==> ./design.v <==
`timescale 1ns / 1ps
module normalize_mult (
    input logic [47:0] P,
    input logic [9:0] exp_in,
    output logic guard, sticky,
    output logic [22:0] mant_out,
    output logic signed [9:0] exp_out
);
always @(*) begin
    mant_out = 23'b0;
    guard = 1'b0;
    sticky = 1'b0;
    exp_out = exp_in;   
    if (P[47]) begin
        mant_out = P[46:24]; 
        guard = P[23];
      	sticky = |P[22:0]; 
        exp_out = exp_in + 1;
    end else begin
        mant_out = P[45:23]; 
      	guard = P[22];
      	sticky = |P[21:0];
        exp_out = exp_in;
    end
end
endmodule
==> impl_metrics.env <==
# physical design summary
export IMPL_outcome="completed"
export IMPL_use_met1_pct=11.1
export IMPL_place_congestion=0.827
export IMPL_seq_area_frac_synth_pct=0
export IMPL_fmax_mhz=507
export IMPL_crit_required_ns=1.60
export IMPL_flop_area_um2=0
export IMPL_startpoint="P[16]"
export IMPL_xor_area_share_pct=15.2
export IMPL_cp_max_fo=1
export IMPL_io_pins=93
export IMPL_chipArea_um2=6400
export IMPL_period_minus_slack_ns=1.97
export IMPL_slew_headroom_pct=83.0
export IMPL_criticalPathCategory="in2out"
export IMPL_placedCellCount=209
export IMPL_yosys_area_share_simple_pct=23.7
export IMPL_synthCells=60
export IMPL_grt_busiest_layer="met2"
export IMPL_finalHoldViolations=0
export IMPL_grtUsageMet2_pct=16.4
export IMPL_fp_row_count=21
export IMPL_drive_gt1_share_pct=38.4
export IMPL_ys_sh_adder_pct=2.42
export IMPL_initialDrtViolationCount=5
export IMPL_dp_hpwl_um=2830
export IMPL_synth_cells_yosys=60
export IMPL_seq_cells=0
export IMPL_diodes=0
export IMPL_port_buffer_count=93
export IMPL_syn_area_um2=518
export IMPL_ys_chip_area_um2=518
export IMPL_p_leak_nw=0.665
export IMPL_yosys_area_share_aoi_pct=1.45
export IMPL_endpoint="sticky"
export IMPL_finalCritPeriodShare_pct=98.6
export IMPL_holdWs_ns=1.18
export IMPL_wl_um=3270
export IMPL_synthTopLogicFamily="multiplexers"
export IMPL_tool_warnings=32
export IMPL_grt_util_all_layers_pct=9.37
export IMPL_die_h_um=80
export IMPL_grt_pass1_vias=946
export IMPL_wl_per_cell_um=15.6
export IMPL_area_growth_pct=221
export IMPL_drc=0
export IMPL_mux_area_share_pct=54.3
export IMPL_powerDensity_nw_per_um2=196
export IMPL_fp_util_pct=15.2
export IMPL_setup_violations=0
export IMPL_cp_start_kind="primary input"
export IMPL_avgSynthCellArea_um2=8.63
export IMPL_firstDrtPassIters=2
export IMPL_cp_end_kind="primary output"
export IMPL_hold_class="in2out"
export IMPL_via_per_inst=4.15
export IMPL_use_met3_pct=3.86
export IMPL_grt_overflow=0
export IMPL_maxCapViolCount=0
export IMPL_finalPower_mw=0.325
export IMPL_pre_cts_ws_ns=-0.465
export IMPL_die_w_um=80
export IMPL_finalNonFillerCells=210
export IMPL_layout_setup_ws_ns=0.0281
export IMPL_netlist_cell_type_count=15
export IMPL_yosys_warnings=1
export IMPL_post_route_util_pct=48.6
export IMPL_fillers=322
export IMPL_antenna_found_initial=0
export IMPL_tightest_slew_ns=0.252
export IMPL_grt_first_pass_wirelength_um=4960
export IMPL_drv_slew=0
export IMPL_nClkBuffers=0
export IMPL_final_comb_area_um2=588
export IMPL_arrival_ns=1.57
export IMPL_core_um2=3420
export IMPL_drtAntennaViolNets=0
export IMPL_via_count=871
export IMPL_grt_max_degree=15
export IMPL_peakVddDrop_v=0.0000673
-- worst max-delay path: stages --
cell,delay [ns]
clkdlybuf4s50_1,0.40
nor4_1,0.29
and4_1,0.24
nand3_1,0.07
clkdlybuf4s15_1,0.18
-- metrics by stage --
| stage | TNS, ns | cell area, um2 |
|---|---|---|
| finish | 0 | 1660 |
| global route | -0.0585 | 1660 |
| CTS | 0 | 1650 |
| detailed placement | -12.00 | 1590 |
| global placement | -11.45 | 1590 |
| floorplan | 0 | 518 |
-- layer usage --
layer / vias to the layer above / share of wire, %
met2: 54 / 47
li1: 441 / -
met1: 376 / 41
met3: 0 / 12
met4: 0 / 0
met5: - / 0
-- placed cells by master (no fill, tap or decap), drive strengths merged --
cell,instances
clkdlybuf4s50,77
mux2,25
buf,21
xor2,6
nand2,6
nor4,6
xnor2,3
dlymetal6s2s,3
nand4,3
nor2,2
dlygate4sd2,2
clkbuf,2
nor3,2
clkdlybuf4s15,2
and4,1
a211oi,1
nand3,1
ha,1
-- cells by family (layout without fill, tap and decap cells) --
logic type      after synthesis  count (layout)
fa+ha+maj                     1               1
simple gates                 21              21
buf+inv                       3             107
xor+xnor                      9               9
mux                          25              25
compound gates                1               1
-- repair_timing --
item                       CTS  global route
pin swaps                    9             9
setup endpoints to repair   35             6
gates cloned                 1             0
hold buffers                 0             0
setup buffers                0             0
resized                     53            18
-- report_power, final --
group	internal [mW]	total, mW	leakage [nW]	switching, mW
Sequential	0	0	0	0
Combinational	0.241	0.325	0.665	0.0838
Clock	0	0	0	0
-- worst min-delay path by stage --
stage / from / to / slack, ns / depth (start not counted)
after global routing: exp_in[8] / exp_out[8] / 1.22 / 4
final: exp_in[8] / exp_out[8] / 1.18 / 4
after CTS: exp_in[5] / exp_out[5] / 1.42 / 3
-- cell type report --
cell class         count  area share, %
well taps             46           3.46
repair buffers       107           61.1
multi-input cells     57           35.4
-- Yosys cell counts --
cell | instances | area share [%]
mux2_2 | 25 | 54
nand2_1 | 6 | 4.3
xor2_1 | 6 | 10
nor4_1 | 5 | 6.0
buf_2 | 3 | 2.9
xnor2_1 | 3 | 5.1
nand4_1 | 2 | 2.4
nor2_1 | 2 | 1.4
nor3_1 | 2 | 1.9
a211oi_1 | 1 | 1.4
and4_1 | 1 | 1.7
ha_1 | 1 | 2.4
nand3_1 | 1 | 0.97
nand4_2 | 1 | 2.4
nor4_2 | 1 | 2.4
Power figures rest on the tool's default switching activity, not on a simulated workload.
