`flow/config.mk`:
```
export PLATFORM = sky130hd
export DESIGN_NAME = round_mult
export DESIGN_NICKNAME = round_mult
export VERILOG_FILES = /design/flow/design.v
export SDC_FILE = /design/flow/constraint.sdc
export NUM_CORES = 4
export LEC_CHECK = 1
export CORE_AREA = 10 10 76 76
export DIE_AREA = 0 0 86 86
```
`flow/design.v`:
```
`timescale 1ns / 1ps
typedef enum logic [2:0] {
  IEEE_NEAR   = 3'b000,
  IEEE_ZERO   = 3'b001,
  IEEE_PINF   = 3'b010,
  IEEE_NINF   = 3'b011,
  NEAR_UP     = 3'b100,
  AWAY_ZERO   = 3'b101
} round_mode_t;
module round_mult (
    input logic [23:0] mant_in,
    input logic guard, sticky, sign,
    input logic [2:0] round,
    output logic [24:0] mant_out,
    output logic inexact
);
always @(*) begin
    inexact = guard | sticky;
    mant_out = mant_in;
    case (round)
        IEEE_NEAR: mant_out = (guard && (sticky || mant_in[0])) ? mant_in + 1 : mant_in;
        IEEE_ZERO: mant_out = mant_in; 
      	IEEE_PINF: mant_out = (!sign && inexact) ? mant_in + 1 : mant_in;
      	IEEE_NINF: mant_out = (sign && inexact) ? mant_in + 1 : mant_in;
        NEAR_UP: mant_out = guard ? mant_in + 1 : mant_in;
      	AWAY_ZERO: mant_out = (inexact) ? mant_in + 1 : mant_in;
        default: mant_out = (guard && (sticky || mant_in[0])) ? mant_in + 1 : mant_in; 
    endcase
    if (mant_out[24]) begin
        mant_out = mant_out >> 1;
    end
end
endmodule
```
`flow/run.sh`:
```
#!/bin/bash
# OpenROAD 26Q1-2900-gdf79404cd8, Yosys 0.63+post, stock flow scripts
make -C /OpenROAD-flow-scripts/flow DESIGN_CONFIG=/design/flow/config.mk WORK_HOME=/design/flow/orfs finish
```
`flow/constraint.sdc`:
```
current_design round_mult

set clk_period 8.1
set clk_io_pct 0.2

create_clock -name clk0 -period $clk_period

set non_clock_inputs [all_inputs -no_clocks]
set_input_delay [expr $clk_period * $clk_io_pct] -clock clk0 $non_clock_inputs
set_output_delay [expr $clk_period * $clk_io_pct] -clock clk0 [all_outputs]
```
==> changes_impl.md <==
### Implementation results

- Outcome: complete, no violations
- Setup TNS: 0 ps
- Final routed wire length divided by cell count: 14.8 um
- Floorplan die width: 86 um
- Post-Route M1 WL: 1590 um
- Min-delay worst type: input pin to output pin
- Floorplan-stage core utilization: 21.3%
- Crit path top cell by count: clkdlybuf4s50_1
- Number of vias after detailed routing: 1,173
- Number of placement rows: 23
- Die Outline Area: 7400 um^2
- Type of element capturing the critical path: output pin
- Met3 wire length: 303 um
- Power per Cell Area: 39.5 nW/um^2
- Cells along the critical path: clkdlybuf4s50_1 -> or2_1 -> nand4b_2 -> a31o_1 -> or4_4 -> a21oi_2 -> clkdlybuf4s50_1
- Overall fraction of global-route tracks in use: 8.79%
- XOR/XNOR Area Share: 3.99%
- Buffering stage count on the worst path with inverters included: 2
- DR vias/cell: 5.10
- Vias in the first global route: 1,142
- Warning total across the stage logs: 32
- Dominant cells by area after synthesis: nand4_1 6.4%, a21oi_1 6.3%, mux2i_1 5.7%
- Initial antenna violation count: 0
- Peak per-stage delay on the critical path: 580 ps
- Highest ir drop seen on vdd: 0.0000181 V
- Sequential cell area in the final layout: 0 um^2
- Most common cell after layout, fill and taps aside: clkdlybuf4s50_1
- Detailed Route Iter0 Violations: 64
- First-pass GRT wire length: 5660 um
- Number of clock buffers in the layout: 0
- Fmax: 0.170 GHz
- Clock period minus worst slack: 5890 ps
- Chip area estimate from yosys synthesis: 878 um^2
- Post-Layout Inst Area: 1450 um^2
- Crit path launch: guard
- Arithmetic-cell share of the synthesized area counting full adders, half adders and majority gates: 1.42%
- Number of inserted diodes: 0
- Residual overflow from global routing: 0
- Area added between synthesis and finish: 65.1%
- Top fanout value on the critical path: 15
- Half-perimeter wire length after placement: 2880 um
- Number of hold buffers added after CTS: 0
- Total detailed-routing wirelength: 3410 um
- Comb. cell area: 815 um^2
- Fillers: 448
- Ratio of cells with drive above 1 in the final layout: 7.78%
- Routed wl met2: 1520 um
- Part of the cycle the worst path needs: 72.8%
- Crit path max-delay cell type: clkdlybuf4s50_1
- Flip-flops: 0
- Capturing element of the worst setup path: mant_out[11]
- Max-Cap Viols: 0
- Fraction of the yosys area taken by sequential cells: 0%
- Post-cts resize count: 0
- Required arrival time at the worst endpoint: 6480 ps
- Data arrival at the endpoint of the critical path: 4270 ps
- Proportion of synthesized area in mux cells: 9.54%
- Synth Area in Simple Gates: 42.9%
- Max_slew headroom: 55.9%
- Unique cell types: 44
- Compound-cell area share of the yosys netlist: 34.5%
- Path type of the worst setup path: input pin to output pin
- Number of warning messages in the yosys log: 1
- Startpoint Class: input pin
- Top Family by Delay on Critical Path: buffers and inverters
- Final Max Tran Viols: 0
- Die Y: 86 um
- Cells after Synth: 129
- Most frequently placed logic cells in the final layout: 55 x clkdlybuf4s50_1, 13 x nand2_1, 11 x a21oi_1, 10 x nor2_1, 9 x nand4_1
- Mean instance size in the synthesized netlist: 6.81 um^2
- Top logic family: simple AND/OR/NAND/NOR gates
- Number of cells on the critical path: 7
- Post-route antenna net violation count: 0
- Setup repair after global routing missed its margin: no
- Top routing layer in use: met3
- Leak pwr: 0.470 nW
- Cell type contributing the most total cell area after synthesis: nand4_1
- Finish-stage setup viols: 0
- Transition time at the pin with the least slew margin: 658 ps
- Area inside the core boundary: 4120 um^2
- First-pass iteration count of the detailed router: 4
- Final Hold Viols: 0
- Port-buffer cells: 55
- Instance area after placement: 1450 um^2
- Boundary Pins: 56
- Area leader share: 6.41%
- Placer Congestion: 0.838
- Remaining routing DRC violations: 0
- Yosys Instances: 129
- Post-CTS setup buffer count: 0
- Area of the mapped netlist: 878 um^2
- Pin count of the biggest net entering global routing: 16
through the flow:
stage	worst slack (ps)	instances	util, %	hold slack (ps)	power, mW
2_1_floorplan	3520	129	-	3260	0.0199
3_3_place_gp	2220	230	35.2	4230	0.0580
3_5_place_dp	2200	230	35.2	4240	0.0580
4_1_cts	2180	230	35.2	4250	0.0584
5_1_grt	1970	230	35.2	4270	0.0639
6_report	2210	230	35.2	4230	0.0573
layout make-up:
cell class                      count  area share (%)
Multi-Input combinational cell    119            56.2
Tap cell                           50            4.31
Timing Repair Buffer               55            38.0
Inverter                            6            1.55
worst min-delay path, stage by stage:
cell and delay [ps]:
clkdlybuf4s50_1 440, o31ai_1 80, a21oi_1 60, clkdlybuf4s50_1 410
cells in the mapped netlist (4+ instances only):
| master | instances |
|---|---|
| nand4_1 | 9 |
| a21oi_1 | 11 |
| nor2_1 | 10 |
| inv_1 | 6 |
| mux2i_1 | 5 |
| xnor2_1 | 4 |
| o21ai_0 | 7 |
| nand3_1 | 7 |
| o31ai_1 | 4 |
| nand2_1 | 13 |
| a31oi_1 | 4 |
power breakdown:
part / switching, mW / internal, mW / leakage, nW
Clock: 0 / 0 / 0
Sequential: 0 / 0 / 0
Combinational: 0.0229 / 0.0344 / 0.470
Total: 0.0229 / 0.0344 / 0.470
logic make-up after synthesis:
| family | after synthesis |
|---|---|
| xor+xnor | 4 |
| simple gates | 64 |
| mux | 8 |
| other cells | 1 |
| fa+ha+maj | 1 |
| compound gates | 41 |
| buf+inv | 10 |
layer usage:
metal	up-vias	global-route usage [%]
met2	32	13.9
met5	-	0
li1	618	-
met3	0	2.86
met1	523	12.1
met4	0	0
worst min-delay path by stage:
stage,cells after the start,slack (ps),to,start
after CTS,4,4250,mant_out[13],mant_in[13]
final,4,4230,mant_out[13],mant_in[13]
after global routing,3,4270,mant_out[22],mant_in[22]
Power and IR drop assume default switching activity.
